==> /design/flow/design.v <==
module Mux(Zero, One, Select, Out);
	parameter n=64;
	input [n-1:0] Zero, One;
	input Select;
	output [n-1:0] Out;
	assign Out = (Select == 0) ? Zero : One;
endmodule
==> /design/flow/run.sh <==
#!/bin/bash
# OpenROAD 26Q1-2900-gdf79404cd8, Yosys 0.63+post, stock flow scripts
make -C /OpenROAD-flow-scripts/flow DESIGN_CONFIG=/design/flow/config.mk WORK_HOME=/design/flow/orfs finish
==> /design/flow/config.mk <==
export PLATFORM = sky130hd
export DESIGN_NAME = Mux
export DESIGN_NICKNAME = Mux
export VERILOG_FILES = /design/flow/design.v
export SDC_FILE = /design/flow/constraint.sdc
export NUM_CORES = 4
export LEC_CHECK = 1
export CORE_AREA = 10 10 84 84
export DIE_AREA = 0 0 94 94
==> /design/flow/constraint.sdc <==
current_design Mux

set clk_period 1.0
set clk_io_pct 0.2

create_clock -name clk0 -period $clk_period

set non_clock_inputs [all_inputs -no_clocks]
set_input_delay [expr $clk_period * $clk_io_pct] -clock clk0 $non_clock_inputs
set_output_delay [expr $clk_period * $clk_io_pct] -clock clk0 [all_outputs]
==> job_summary.md <==
### Metrics collected by this job

| Metric | Value |
|---|---|
| Die area | 8836 µm² |
| OpenROAD warning count | 35 |
| Ys cells | around 71 |
| Total iterations of the first detailed-routing run | 4 |
| Actual slew at the worst max-slew pin | ~0.11 ns |
| Kind of start point of the critical path | input port |
| Cell at the slowest stage of the critical path | sky130_fd_sc_hd__mux2_4 |
| Flop area | 0 µm² |
| Port Buf Inserts | around 190 |
| Final Slew Violations | 0 |
| Io pins | approximately 190 |
| Rel. slew slack | approximately 93% |
| Peak clock frequency supported by timing | 0.8530 GHz |
| CP delay by family, top | buffers and inverters |
| Floorplan-stage core utilization | about a fifth |
| Data required time at the worst endpoint | about 0.80 ns |
| Core occupancy in the finished layout | between 60% and 70% |
| Cell seen most often among critical-path stages | sky130_fd_sc_hd__buf_6 |
| RSZ-0062 raised after global routing | yes |
| Peak VDD IR | roughly 0.17 mV |
| Largest driver fanout on the critical path | 5 |
| DIE WIDTH | between 90 and 100 µm |
| Worst hold path startpoint | Zero[30] |
| Fraction of final layout cells with drive strength greater than 1 | 52.94% |
| Stage delay of the slowest cell on the critical path | approximately 0.29 ns |
| Maximum Capacitance Violations | 0 |
| Pre-CTS worst setup slack | -0.5385 ns |
| Worst path depth | 5 |
| Synth-to-Final Area Change | 196.4% |
| Number of buffers and inverters on the critical path | 4 |
| Post-detailed-route DRC marker count | 0 |
| Number of hold violations in the final report | 0 |
| Number of cells on the worst hold path | 3 |
| Residual antenna-violating net count after detailed routing | 0 |
| Crit path kind | input port to primary output |
| Number of synthesis warnings | 0 |
| Drt total wl | ~7000 µm |
| Initial antenna violation count | 1 |
| Remaining global-route overflow | 0 |
| Placed wire-length estimate | around 6200 µm |
| Sequential fraction of the synthesis area | 0% |
| Total core area | approximately 5200 µm² |
| Number of instances in the synthesized netlist | 71 |
| Final WS setup | -0.1724 ns |
| Fill cell instance count of the final layout | between 400 and 500 |
| Die y size | approximately 94 µm |
| List of cells traversed by the critical path | buf_16 -> buf_12 -> buf_6 -> mux2_4 -> buf_6 |
| Arrival time of data at the critical path endpoint | just under 1 ns |
| Average via count per standard cell | 3.953 |
| Count of standard-cell rows | 26 |
| DR vias | 1356 |
| First-pass GRT wire length | 9653 µm |
| Crit path time final | between 1 and 1.5 ns |
| Number of library cell types mapped by synthesis | 4 |
| Gpl congestion | 0.8158 |
| Largest net degree at the start of global routing | 14 |
| Iteration-0 DRC count of the detailed router | 5 |
| Failing checks | setup timing |
| Avg Cell Area, Syn | 15.17 µm² |
| Gr usage total | 14.29% |
| Wire per inst | 20.03 µm |
| Leak | about 1.9 nW |
| Number of clock-tree buffers in the layout | 0 |
| Min-delay worst type | input port to primary output |
| Combined area of all synthesized cells | ~1100 µm² |
| Final setup violation count | roughly 64 |
| Capturing element type of the critical path | primary output |
| Vias in the first global route | ~1600 |
| Flop Count | 0 |
| CP startpoint | Select |
| Pwr per Cell Area | around 390 nW/µm² |
| Top cells excl fill/tap | sky130_fd_sc_hd__dlygate4sd2_1 (92), sky130_fd_sc_hd__mux2_4 (63), sky130_fd_sc_hd__buf_6 (49) |
| Status | finished, violations left |
| Final period utilization | 117.2% |
| Area reported by Yosys stat | roughly 1100 µm² |
| End of the worst hold path | Out[30] |
| Most common cell after layout, fill and taps aside | sky130_fd_sc_hd__dlygate4sd2_1 |
## cells in the mapped netlist
cell	number	area, µm²
sky130_fd_sc_hd__buf_6	1	11.26
sky130_fd_sc_hd__mux2_2	4	45.04
sky130_fd_sc_hd__mux2_4	60	900.9
sky130_fd_sc_hd__buf_12	6	120.1
## metrics by stage
stage / std cells / area (µm²) / power, mW / TNS (ns) / hold WS, ns
after detailed placement: 332 / 3063 / 1.351 / -32.17 / 1.351
after global placement: 332 / 3063 / 1.350 / -32.11 / 1.346
after floorplan: 71 / 1077 / 0.4080 / 0 / 0.4977
final: 343 / 3193 / 1.259 / -5.471 / 0.6934
after global routing: 343 / 3193 / 1.347 / -6.564 / 0.7076
after CTS: 345 / 3078 / 1.274 / -7.825 / 0.8005
## layer usage
metal  vias to the layer above  global-route usage [%]  routed length [µm]  share of wire [%]
met5                         -                       0                   0                  0
met4                         0                       0                   0                  0
met3                         0                   5.331                 633                9.2
met2                        73                   29.26                4038                 59
met1                       604                   13.70                2196                 32
li1                        679                       -                   -                  -
## final cells by class
cell class         count  area (µm²)  area share [%]
multi-input cells     64       957.2           29.98
well taps             70       87.58           2.743
diodes                 1       2.502         0.07837
repair buffers       208        2146           67.20
## worst max path at each step
stage,to,slack (ns)
finish,Out[38],-0.17
global route,Out[0],-0.20
CTS,Out[16],-0.19
## repair_timing
item / 4_1_cts / 5_1_grt
buffers inserted: 9 / 0
pin swaps: 0 / 0
gates resized: 348 / 52
cloned: 5 / 0
hold buffers: 0 / 0
setup endpoints to repair: 64 / 64
## where the power goes
group | leakage (nW) | total (mW) | switching, mW | internal (mW)
Combinational | 1.94 | 1.26 | 0.290 | 0.969
Clock | 0.00000634 | 0.000000134 | 0 | 0.000000134
Sequential | 0 | 0 | 0 | 0
## logic make-up after synthesis
kind of cell | Yosys count | share of synthesized area, %
muxes | 64 | 87.80
buffers and inverters | 7 | 12.20
Power and IR drop assume default switching activity.
