==> flow/design.v <==
module Data_Memory(clk, we, address, wd, readData);
   input clk;
   input we;
   input[5:0] address;
   input[31:0] wd;
   output[31:0] readData;
   reg [31:0] ram[0:63];
   assign readData = ram[address[5:2]];
   always @(posedge clk)
   if (we) ram[address[5:2]] <= wd;
endmodule
==> flow/run.sh <==
#!/bin/bash
# OpenROAD 26Q1-2900-gdf79404cd8, Yosys 0.63+post, stock flow scripts
make -C /OpenROAD-flow-scripts/flow DESIGN_CONFIG=/design/flow/config.mk WORK_HOME=/design/flow/orfs finish
==> flow/config.mk <==
export PLATFORM = sky130hd
export DESIGN_NAME = Data_Memory
export DESIGN_NICKNAME = Data_Memory
export VERILOG_FILES = /design/flow/design.v
export SDC_FILE = /design/flow/constraint.sdc
export NUM_CORES = 4
export LEC_CHECK = 1
export CORE_UTILIZATION = 30
==> flow/constraint.sdc <==
current_design Data_Memory

set clk_period 14.8
set clk_io_pct 0.2

create_clock -name clk0 -period $clk_period [get_ports {clk}]

set non_clock_inputs [all_inputs -no_clocks]
set_input_delay [expr $clk_period * $clk_io_pct] -clock clk0 $non_clock_inputs
set_output_delay [expr $clk_period * $clk_io_pct] -clock clk0 [all_outputs]
==> reports/qor.txt <==
Outcome - finished, final reports clean
DR vias - 10,630
Post-CTS Resized - 0
CP max stage delay - 600 ps
Cell Area, Synth - 0.02010 mm²
Crit path capture type - primary output
Most used DFF post-synth - edfxtp_1
DR pass1 iterations - 15
Final Hold Vio Count - 0
Chip area - 0.06803 mm²
Crit start category - primary input
Post-Syn Instances - 1,117
Chip Area, Yosys - 0.02010 mm²
Hold path cells - 1
Postcts setup bufs - 0
Post-synth EDFFs - 512
Placed Area - 0.02177 mm²
Vias in the first global route - 11,420
CTS Hold Bufs - 0
Routed Antenna Nets - 0
CTS clk-pin slew, worst paths - 60 ps
Post-synth seq share - 76.50%
Hold_ws - 3296 ps
Worst Path Arrival - 6270 ps
Max reg flops - 512
Setup TNS - 0 ps
Worst-Margin Slew - 925.7 ps
Req. time, crit path - 11,840 ps
YS warnings - 1
Dpl hpwl - 27,120 µm
Min Tclk post-route - 9233 ps
Core Box Area - 0.06598 mm²
Period utilisation layout - 62.38%
Cell row count - 94
Remaining DRCs - 0
Routed WL - 48,120 µm
FFs w/ async S/R, synth - 0%
Yosys cell count - 1,117
Die X - 260.8 µm
Layout cell share with drive strength beyond 1 - 15.53%
Max-slew violations - 0
Filler instances - 6,002
Hold Crit Start - wd[26]
Clk buf depth - 3
CTS Sinks - 512
PortBufs - 69
Hold WC Path Type - in2reg
DRT iter0 DRCs - 696
Gpl congestion - 0.8089
First-pass GRT wire length - 71,690 µm
Mean Syn Cell Area - 17.99 µm²
Max stage delay cell, worst path - clkdlybuf4s50_1
Max-Cap Viols - 0
Count of cell types in the netlist - 57
Yosys top cell by area - edfxtp_1
CTS buffer count - 52
Worst-path maximum fanout - 46
CTS tree - built
Initial Utilization - 30.46%
Max IR drop VDD - 0.00008671 V
Slew HR - 38.01%
I/O pin cnt - 72
H-tree depth - 2
Commonest Layout Cell - edfxtp_1
Leak - 0.007383 µW
RSZ-0062 raised after global routing - no
Root Buffer - clkbuf_16
Registers, synthesis - 512
CP Class - in2out
Fin cells - 2,113
Most frequent cells in the layout - edfxtp_1 (512), mux2i_1 (79), clkdlybuf4s50_1 (65)
Synth-to-Final Area Change - 15.95%
Largest net degree at the start of global routing - 48
Max frequency - 108.3 MHz
Initial antenna violation count - 4
Critical Path Start - address[2]
OpenROAD warning count - 27
Worst-path cell chain - buf_4 > buf_4 > nor3b_4 > buf_4 > a21oi_1 > o221ai_1 > a221oi_1 > nor3_1 > clkdlybuf4s50_1
Pwr Density - 129.6 mW/mm²
Inst Count DP - 2,021
Gr usage total - 15.36%
DIE HEIGHT - 260.8 µm
WL/cell - 22.77 µm
Crit-path most repeated cell - buf_4
Biggest area cells - edfxtp_1 (76%), mux2i_1 (3.9%), mux4_2 (3.2%), a21oi_1 (1.5%), nand2_1 (1.2%)
Final setup viols - 0
N_diodes - 0
Final non-filler cell area - 0.02330 mm²
Global route overflow - 0
Vias per cell - 5.029
Top-area cell share - 76.50%
Overall power - 3020 µW
-- metrics by stage --
stage | util [%] | setup slack [ps]
after floorplan | - | 7466
final | 35.32 | 5567
after global routing | 35.32 | 5256
after CTS | 35.32 | 5555
after global placement | 32.99 | 5553
after detailed placement | 32.99 | 5552
-- critical path, delay by kind of cell --
family,cells,cell delay (ps)
AND/OR/NAND/NOR,2,1060
AND-OR/OR-AND,3,310
buffers and inverters,4,1890
-- synth_stat cells, types with 3 or more instances --
| cell type | count |
|---|---|
| edfxtp_1 | 512 |
| mux2i_1 | 79 |
| nand2_1 | 64 |
| a21oi_1 | 61 |
| o21ai_0 | 45 |
| mux4_2 | 29 |
| nor2_1 | 29 |
| buf_2 | 26 |
| a22oi_1 | 23 |
| mux2_2 | 18 |
| buf_4 | 17 |
| a221o_1 | 15 |
| buf_6 | 15 |
| o21ai_1 | 15 |
| a221oi_1 | 13 |
| a31oi_1 | 13 |
| a211oi_1 | 10 |
| a22o_1 | 10 |
| clkbuf_1 | 10 |
| mux2_1 | 10 |
| nand3_1 | 10 |
| o221ai_1 | 7 |
| o22ai_1 | 6 |
| nor3_1 | 5 |
| a21boi_0 | 4 |
| a221oi_2 | 4 |
| a222oi_1 | 4 |
| mux2_4 | 4 |
| nand3b_1 | 4 |
| o211ai_1 | 4 |
| o221a_1 | 4 |
| o32ai_1 | 4 |
| and2_1 | 3 |
| buf_12 | 3 |
| nor2b_1 | 3 |
-- per-layer routing --
metal	vias up	part of all wire [%]	global-route usage, %	wire length [µm]
met5	-	0.38	1.425	182
met4	12	2.5	3.070	1189
met3	83	15	10.47	7066
met2	598	47	23.13	22460
met1	5217	36	18.60	17220
li1	4717	-	-	-
-- logic make-up (layout without fill, tap and decap cells) --
kind of cell    count (synthesis)  in the layout  share of synthesized area (%)
flops                         512            512                          76.50
mux                           140            140                          9.052
compound gates                256            256                          8.691
simple gates                  133            133                          3.057
buf+inv                        76            208                          2.702
-- layout make-up --
class | count | area, µm² | share of cell area [%]
Timing Repair Buffer | 112 | 1007 | 4.322
Clock inverter | 23 | 151.4 | 0.6497
Tap cell | 864 | 1081 | 4.639
Clock buffer | 69 | 1386 | 5.949
Sequential cell | 512 | 15370 | 65.98
Inverter | 4 | 15.01 | 0.06443
Multi-Input combinational cell | 529 | 4288 | 18.40
-- worst paths after layout --
| path | endpoint | slack (ps) |
|---|---|---|
| max | readData[30] | 5570 |
| min | ram[5][26] | 3300 |
-- power by group --
part           leakage [µW]  internal, µW  total [µW]  switching, µW
clock network      0.000757           687        1200            513
logic               0.00200          74.0         188            114
registers           0.00463          1630        1630           5.79
total               0.00738          2390        3020            633
Power is estimated from default activity; no workload was simulated.
