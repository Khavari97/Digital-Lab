File: design/flow/design.v
module full_adder_n (c_in, x,y,s,c_out,overflow);
	input c_in;
	input [63:0]x,y;
	output reg [63:0]s;
	output reg c_out,overflow;
	reg [64:0]Sum;
	always @(x,y,c_in)
	begin
		Sum={1'b0,x}+{1'b0,y}+c_in;
		s=Sum[63:0];
		c_out=Sum[64];
		overflow=(x[63]&y[63]&~s[63])|(~x[63]&~y[63&s[63]]);
	end
endmodule
File: design/flow/run.sh
#!/bin/bash
# OpenROAD 26Q1-2900-gdf79404cd8, Yosys 0.63+post, stock flow scripts
make -C /OpenROAD-flow-scripts/flow DESIGN_CONFIG=/design/flow/config.mk WORK_HOME=/design/flow/orfs finish
File: design/flow/config.mk
export PLATFORM = sky130hd
export DESIGN_NAME = full_adder_n
export DESIGN_NICKNAME = full_adder_n
export VERILOG_FILES = /design/flow/design.v
export SDC_FILE = /design/flow/constraint.sdc
export NUM_CORES = 4
export LEC_CHECK = 1
export CORE_AREA = 10 10 126 126
export DIE_AREA = 0 0 136 136
File: design/flow/constraint.sdc
current_design full_adder_n

set clk_period 17.2
set clk_io_pct 0.2

create_clock -name clk0 -period $clk_period

set non_clock_inputs [all_inputs -no_clocks]
set_input_delay [expr $clk_period * $clk_io_pct] -clock clk0 $non_clock_inputs
set_output_delay [expr $clk_period * $clk_io_pct] -clock clk0 [all_outputs]
==> CHANGELOG.md <==
## Flow update

- Yosys warnings: 1
- Chip Area, Yosys: between 3000 and 4000 um2
- Worst setup path category: input pin to output port
- Clk_buf instances: 0
- Most common cell in the synthesized netlist: a21oi_1
- Status: completed
- Int Power: 0.142 mW
- Synth area leaders: ha_1, a21oi_1, xnor2_1
- OpenROAD warning count: 32
- Setup TNS: 0 ps
- Total die area: 18500 um2
- Dpl hpwl: 13200 um
- Fmax: 90.7 MHz
- Post-CTS Resized: 0
- Syn Inst Count: approximately 570
- N_diodes: 0
- # hold bufs at CTS: 0
- Cell Area, Synth: roughly 3800 um2
- Via count: between 4000 and 5000
- Cell accounting for the most synthesized area: ha_1
- DRT iter0 DRCs: slightly below 200
- Max_slew headroom: 0.612
- Final Hold Fails: 0
- Crit. End Element: output port
- Min Tclk post-route: 11020 ps
- Init Core Util: 0.285
- Number of buffers added on ports: 195
- RSZ-0062 raised after global routing: no
- Yosys cell count: 573
- Register share after synthesis: 0
- Max cap viols: 0
- Fin. max-slew vios: 0
- First-pass GRT wire length: around 24000 um
- Post-synthesis cell type count: 55
- FILL cells: 1334
- Overall power: 0.245 mW
- Post-synth top cells: a21oi_1, nand2_1, ha_1
- Seq pwr share: 0
- Worst-margin pin slew: 578 ps
- Seq_cells: 0
- CP arrival: around 7600 ps
- Syn avg cell area: 6.55 um2
- Total grt overflow: 0
- Core footprint: 13200 um2
- Site Rows: 42
- Final period util: 0.641
- Antenna viol nets, final: 0
- Net Sw Power: 0.104 mW
- Vias per inst: approximately 5.2
- Die W: 136 um
- Power per standard cell area: roughly 42 nW/um2
- Gpl congestion: around 0.94
- Max-area cell share: 0.210
- I/O Pins: slightly below 200
- Max VDD drop: 0.0200 mV
- CP Launch Type: input pin
- Dpl ws: 6220 ps
- DRC violations left: 0
- Sw Ratio: 0.423
- Setup fix buffers added after clock tree synthesis: 0
- Share of layout cells above drive strength 1: 0.0120
- Clk pwr share: 0
- Critical path peak fanout: 4
- Setup ws final: 6180 ps
- 1st-pass router iterations: 4
- Reg area: 0 um2
- CP required: 13760 ps
- Setup violators final: 0
- DIE HEIGHT: 136 um
- Logic pwr share: 1.000
- Initial antenna violation count: 0
- Hold Path Class: input pin to output port
- Area Growth Syn to Fin: 55.9%
- Leakage power total: 2.36 nW
- GR Util All Layers: 0.151
- Vias in the first global route: ~4700
- Drt total wl: 14800 um
- Pin count of the biggest net entering global routing: 12
- Average wire per standard cell: roughly 16 um
-- cells in the final DEF, fill, tap and decap left out, types with 4 or more instances in the layout --
cell type        instances
a21o_1                  17
o211ai_1                 7
inv_1                   23
o21a_1                   6
nand4_1                 13
a21oi_1                 76
nor2_1                  49
nand2_1                 66
a211oi_1                 8
and2_1                  12
xnor2_1                 33
nand3_1                 16
o21ai_0                 41
a311oi_1                 7
ha_1                    63
clkdlybuf4s50_1        195
o21bai_1                12
nor3_1                  11
o31a_1                   5
a31oi_1                  7
nor2b_1                  8
nand2b_1                 6
and3_1                   4
a21boi_0                 4
xor2_1                  22
-- cell families (layout without fill, tap and decap cells) --
| family | count (synthesis) | in the layout | synth area share |
|---|---|---|---|
| adder cells (fa/ha/maj) | 65 | 65 | 0.221 |
| AND-OR/OR-AND | 213 | 213 | 0.358 |
| XOR/XNOR | 56 | 56 | 0.133 |
| AND/OR/NAND/NOR | 195 | 195 | 0.241 |
| buffers and inverters | 42 | 218 | 0.0426 |
| multiplexers | 2 | 2 | 0.00566 |
-- worst paths after layout --
| kind | startpoint | end | cells past startpoint |
|---|---|---|---|
| worst max-delay path | y[0] | s[44] | 16 |
| worst min-delay path | x[0] | s[0] | 5 |
-- critical path, cell delays in order --
cell and delay [ps]:
clkdlybuf4s50_1 480, inv_1 60, fa_1 430, inv_1 80
fa_1 220, a211oi_1 90, o21a_1 230, a221o_1 400
a21oi_1 280, a21oi_1 160, o21bai_1 220, a21oi_1 170
o41ai_1 470, a21oi_1 180, xnor2_1 180, clkdlybuf4s50_1 490
-- power groups by stage --
stage	logic, mW	clock network [mW]	registers (mW)
4_1_cts	0.248	0	0
5_1_grt	0.271	0	0
6_report	0.245	0	0
-- layout make-up --
class	instances	area (um2)	share of cell area
well taps	176	220	0.0376
multi-input cells	531	3590	0.614
repair buffers	195	1950	0.333
inverters	23	86.3	0.0147
-- metrics by stage --
| step | util | hold slack [ps] | cells | cell area [um2] |
|---|---|---|---|---|
| final | 0.444 | 7960 | 925 | 5850 |
| after global routing | 0.444 | 8020 | 925 | 5850 |
| after detailed placement | 0.444 | 7990 | 925 | 5850 |
| after global placement | 0.444 | 7980 | 925 | 5850 |
| after CTS | 0.444 | 7990 | 925 | 5850 |
| after floorplan | - | 6990 | 573 | 3750 |
-- metal layers --
| layer | wire (um) | global-route usage |
|---|---|---|
| met4 | 87 | 0.00828 |
| met1 | 7040 | 0.210 |
| met3 | 1020 | 0.0258 |
| met2 | 6690 | 0.249 |
| met5 | 0 | 0 |
No activity file was given, so power comes from the tool's default toggle rates.
